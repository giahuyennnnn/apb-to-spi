### run.sh
#!/bin/bash
# OpenROAD 26Q1-2900-gdf79404cd8, Yosys 0.63+post, stock flow scripts
make -C /OpenROAD-flow-scripts/flow DESIGN_CONFIG=/design/flow/config.mk WORK_HOME=/design/flow/orfs finish
### config.mk
export PLATFORM = sky130hd
export DESIGN_NAME = fifo
export DESIGN_NICKNAME = fifo
export VERILOG_FILES = /design/flow/design.v
export SDC_FILE = /design/flow/constraint.sdc
export NUM_CORES = 4
export LEC_CHECK = 1
export CORE_UTILIZATION = 40
### constraint.sdc
current_design fifo

set clk_period 11.2
set clk_io_pct 0.2

create_clock -name clk0 -period $clk_period [get_ports {i_clk}]

set non_clock_inputs [all_inputs -no_clocks]
set_input_delay [expr $clk_period * $clk_io_pct] -clock clk0 $non_clock_inputs
set_output_delay [expr $clk_period * $clk_io_pct] -clock clk0 [all_outputs]
### design.v
interface spi_if();
   logic       SCLK;
   logic       MOSI;
   logic       MISO;
   logic [3:0] SS;
endinterface
`timescale 1ns / 1ps
module fifo (
    input              i_clk,
    input              i_rst_n,
    input              i_wr_en,
    input              i_rd_en,
    input  [15:0]      i_data_in,
    output [15:0]      o_data_out,
    output             o_fifo_full,
    output             o_fifo_empty
);    
    reg  [4:0]  r_wptr, r_rptr;         
    reg  [15:0] r_mem[15:0];            
    wire w_fifo_wr, w_fifo_rd, w_fbit_comp, w_pointer_equal;
    assign w_fifo_wr = (~o_fifo_full)  & i_wr_en;
    assign w_fifo_rd = (~o_fifo_empty) & i_rd_en;
    assign w_fbit_comp     = r_wptr[4] ^ r_rptr[4];
    assign w_pointer_equal = (r_wptr[3:0] == r_rptr[3:0]);
    assign o_fifo_full  = w_fbit_comp    & w_pointer_equal;
    assign o_fifo_empty = (~w_fbit_comp) & w_pointer_equal;
    always @(posedge i_clk or negedge i_rst_n) begin
        if(!i_rst_n)
            r_wptr <= 5'b00000;
        else if(w_fifo_wr)
            r_wptr <= r_wptr + 1'b1;
        else 
            r_wptr <= r_wptr;
    end
    always @(posedge i_clk or negedge i_rst_n) begin
        if(!i_rst_n)
            r_rptr <= 5'b00000;
        else if(w_fifo_rd)
            r_rptr <= r_rptr + 1'b1;
        else 
            r_rptr <= r_rptr;
    end
    always @(posedge i_clk) begin
        if(w_fifo_wr) 
            r_mem[r_wptr[3:0]] <= i_data_in;
    end
    assign o_data_out = r_mem[r_rptr[3:0]];
endmodule
==> flow_summary_export.csv <==
group,metric,value,unit
clocking,clk_pin_slew,60,ps
worst_setup_path,max_stage_delay,820,ps
logic_synthesis,numSynthFlops,266,
clocking,cts.sinks,266,
routing,wire_per_inst,23.6,um
logic_synthesis,area_leaders,"edfxtp_1 74%, mux4_2 14%, dfrtp_1 2.4%",
placement,placed_cells,841,
logic_synthesis,synth_cells,478,
worst_setup_path,worstPathRequired,8960,ps
worst_setup_path,end_kind,"output port",
clocking,htree_levels,1,
timing,worst_pin_slew,771,ps
final_layout,post-route-util,47.2,%
placement,dp_hpwl,11200,um
worst_setup_path,critPathTopFamily,"buffers and inverters",
routing,ant_nets,0,
worst_setup_path,slowest_stage,"dfrtp_4",
routing,drtPass1Iterations,4,
timing,slew_violations,0,
run,drv_cap,0,
logic_synthesis,ys_cells,478,
floorplan,die_h,163,um
floorplan,coreArea,0.0253,mm2
logic_synthesis,common_cells,"256 x edfxtp_1, 64 x mux4_2, 34 x nor2_1",
logic_synthesis,top_cell,"edfxtp_1",
routing,totalWireLength,21000,um
floorplan,die-area,0.0264,mm2
floorplan,fp-row-count,58,
power,peakVddDrop,130,uV
power,seqPwrFrac,43.2,%
clocking,cts_tree,"done",
worst_setup_path,critPathMaxFanout,37,
power,internal_power,2.12,mW
timing,tns,0,ps
routing,vias,4865,
logic_synthesis,ys_area,0.0103,mm2
run,warnings,28,
timing,setup_violations,0,
clocking,cts_resized,0,
global_routing,grt_max_degree,39,
routing,drtIter0Drc,349,
global_routing,grt_usage,18.5,%
power,switching_share,28.9,%
global_routing,antenna_found_initial,1,
timing,skew,22.5,ps
logic_synthesis,syn_area,0.0103,mm2
final_layout,finalNonFillerCells,888,
logic_synthesis,syn_area_per_cell,21.6,um2
clocking,clk_latency,530,ps
logic_synthesis,synth_warnings,1,
outcome,outcome,"completed",
power,pwr-share-clk,27.0,%
power,power_frac_comb,29.9,%
logic_synthesis,netlist.area_leader.share,74.5,%
timing,rsz0062_at_grt,"no",
global_routing,grt_pass1_wl,32300,um
final_layout,drive_gt1_share,26.6,%
global_routing,grt_pass1_vias,5384,
worst_setup_path,path_cells,"buf_4, mux4_2, o22ai_1, nor2_1, clkdlybuf4s50_1",
global_routing,overflow,0,
clocking,cts_buffers,25,
power,p_sw,0.860,mW
timing,fmax,180,MHz
final_layout,area_delta_synth_final,15.5,%
clocking,clockBufferDepth,3,
floorplan,die_w,163,um
placement,gp_congestion,0.767,
power,power.density,250,mW/mm2
logic_synthesis,edf_count,256,
placement,io_buffer_count,37,
logic_synthesis,ys.flop_type,"edfxtp_1",
logic_synthesis,postSynthSeqShare,76.9,%
worst_setup_path,cp_data_arrival_time,3310,ps
power,leakage,3.75,nW
timing,slew_headroom,48.6,%
routing,vias_per_cell,5.48,
timing,period_minus_slack,5550,ps
worst_setup_path,crit_type,"reg -> out",
logic_synthesis,synth_cell_types,29,
logic_synthesis,async_reset_ff_share,3.76,%
floorplan,fp_util,40.9,%
timing,period_used_share,49.5,%
clocking,hold_buffers,0,
routing,drc,0,
worst_setup_path,cp-start-kind,"flop",
timing,hold_viol,0,
clocking,post_cts_buffers,0,
clocking,cts_root_buffer,"clkbuf_16",
logic_synthesis,yosysTopAreaCell,"edfxtp_1",
worst_setup_path,path_buffers,2,
hold_path,hold_class,"reg -> reg",
floorplan,io_pins,38,
[kinds of logic (layout without fill, tap and decap cells)]
family	Yosys count	in the layout	synth area share, %
DFF	266	266	76.9
muxes	66	66	14.2
and+or+nand+nor	57	57	2.41
AOI/OAI and AO/OA	43	43	2.69
buffers and inverters	29	108	1.88
xor gates and xnor gates	12	12	1.31
adders and majority gates	5	5	0.606
other	0	1	0
[worst paths after layout]
kind / end / cells past startpoint / slack, ps / from
min: r_wptr[0] / 1 / 630 / r_wptr[0]
max in group asynchronous: r_rptr[1] / 1 / 8810 / i_rst_n
min reg2reg: r_wptr[0] / 1 / 630 / r_wptr[0]
max reg2reg: r_mem[10][9] / 6 / 8270 / r_rptr[0]
max: o_data_out[12] / 5 / 5650 / r_rptr[1]
min in group asynchronous: r_rptr[4] / 1 / 2030 / i_rst_n
[state kept, by name (all words and copies together) (netlist names)]
signal	flops
r_mem	256
r_wptr	5
r_rptr	5
[per-stage QoR]
step                instance area, um2  setup WS, ps  power [mW]  hold WS (ps)
floorplan                        10300          7290        1.88           550
finish                           11900          5650        2.98           633
global placement                 11100          6130        2.20           617
CTS                              11900          5570        3.02           643
detailed placement               11100          6150        2.21           630
global route                     11900          5390        3.13           676
[routing by layer]
layer | vias up | GRT usage [%] | part of all wire [%]
met5 | - | 0.568 | 0
met4 | 0 | 3.02 | 2.0
met3 | 32 | 12.0 | 13
met2 | 266 | 28.9 | 50
met1 | 2454 | 23.1 | 34
li1 | 2113 | - | -
[area by class of cell]
type / count / area [um2]
fillers: 2028 / 13300
clock buffers: 29 / 641
clock inverters: 17 / 136
diodes: 1 / 2.50
multi-input cells: 183 / 2240
repair buffers: 59 / 536
well taps: 330 / 413
inverters: 3 / 11.3
flip-flops and latches: 266 / 7940
[power groups by stage]
stage | logic (mW) | clock network, mW | registers (mW)
finish | 0.890 | 0.803 | 1.29
global route | 0.975 | 0.858 | 1.30
CTS | 0.907 | 0.820 | 1.29
[placed cells by master, fill, tap and decap left out, types with 3 or more instances in the layout]
cell	Yosys	final
clkbuf_1	4	4
clkbuf_16	0	25
clkinv_2	0	6
edfxtp_1	256	256
clkdlybuf4s50_1	0	37
clkinv_1	0	6
ha_1	5	5
xnor2_1	7	7
inv_1	3	3
dfrtp_1	10	7
nor3_2	0	3
buf_4	6	22
nand2_1	10	10
mux4_2	64	64
xnor2_2	4	4
nor2_1	34	21
nor2_2	0	13
o21ai_1	5	5
o22ai_1	32	32
Power figures rest on the tool's default switching activity, not on a simulated workload.
