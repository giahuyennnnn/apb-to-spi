<file path="flow/design.v">
interface spi_if();
   logic       SCLK;
   logic       MOSI;
   logic       MISO;
   logic [3:0] SS;
endinterface
`timescale 1ns / 1ps
module spi_cs_gen(
    input  wire [1:0] i_ss,
    input  wire [1:0] i_state,
    output wire [3:0] o_SS
);
    wire [3:0] w_sel =
        (i_ss == 2'd0) ? 4'b0001 :
        (i_ss == 2'd1) ? 4'b0010 :
        (i_ss == 2'd2) ? 4'b0100 :
                         4'b1000;
    assign o_SS =
        (i_state == 2'b01 ||  
         i_state == 2'b10 )   
         ? ~w_sel             
         : 4'b1111;
endmodule
`timescale 1ns / 1ps
module spi_fsm_ctrl(
    input  wire       i_clk,
    input  wire       i_rst_n,
    input  wire       i_tx_empty,
    input  wire       i_rx_full,
    input  wire       i_cdte,
    input  wire       i_frame_done,
    output reg        o_tx_load,
    output reg        o_tx_rd,
    output reg        o_frame_init,
    output reg        o_in_transfer,
    output reg        o_shift_en,
    output reg        o_sample_en,
    output reg [1:0]  o_state,
    output wire       o_busy
);
    localparam [1:0]
        ST_IDLE     = 2'b00,
        ST_LOAD     = 2'b01,
        ST_TRANSFER = 2'b10,
        ST_DONE     = 2'b11;
    reg [1:0] next_state;
    reg [2:0] gap_cnt;
    assign o_busy = (o_state != ST_IDLE);
    always @(*) begin
        next_state     = o_state;
        o_tx_load      = 1'b0;
        o_tx_rd        = 1'b0;
        o_frame_init   = 1'b0;
        o_in_transfer  = 1'b0;
        o_shift_en     = 1'b0;
        o_sample_en    = 1'b0;
        case (o_state)
            ST_IDLE: begin
                if (!i_tx_empty && !i_rx_full)
                    next_state = ST_LOAD;
            end
            ST_LOAD: begin
                o_tx_rd      = 1'b1;
                o_tx_load    = 1'b1;
                o_frame_init = 1'b1;
                next_state   = ST_TRANSFER;
            end
            ST_TRANSFER: begin
                o_in_transfer = 1'b1;
                o_shift_en    = 1'b1;
                o_sample_en   = 1'b1;
                if (i_frame_done) begin
                    if (!i_cdte)
                        next_state = ST_DONE;
                    else begin
                        if (!i_tx_empty && !i_rx_full)
                            next_state = ST_LOAD;
                        else
                            next_state = ST_IDLE;
                    end
                end
            end
            ST_DONE: begin
                if (gap_cnt == 3)
                    next_state = ST_IDLE;
            end
        endcase
    end
    always @(posedge i_clk or negedge i_rst_n) begin
        if (!i_rst_n) begin
            o_state <= ST_IDLE;
            gap_cnt <= 3'd0;
        end else begin
            o_state <= next_state;
            if (o_state == ST_DONE) begin
                if (gap_cnt != 3'd3)
                    gap_cnt <= gap_cnt + 1'b1;
            end else begin
                gap_cnt <= 3'd0;
            end
        end
    end
endmodule
`timescale 1ns / 1ps
module spi_master(
    input  wire        i_clk,
    input  wire        i_rst_n,
    input  wire [7:0]  i_div_val,
    input  wire        i_cpol,
    input  wire        i_cpha,
    input  wire        i_wls,
    input  wire        i_cdte,
    input  wire [1:0]  i_ss,
    output wire        o_busy,
    input  wire [15:0] i_tx_data,
    input  wire        i_tx_empty,
    input  wire        i_tx_full,
    output wire [15:0] o_rx_data,
    input  wire        i_rx_empty,
    input  wire        i_rx_full,
    output wire        o_tx_rd,
    output wire        o_rx_wr,
    input  wire        i_MISO,
    output wire        o_MOSI,
    output wire        o_SCLK,
    output wire [3:0]  o_SS
);
    wire [1:0] w_state;
    wire       w_tx_load, w_tx_rd, w_frame_init, w_in_transfer;
    wire       w_shift_en, w_sample_en;
    wire       w_leading_edge, w_trailing_edge, w_frame_done, w_frame_active;
    wire [4:0] bit_cnt  = i_wls ? 5'd16 : 5'd8;
    wire [5:0] edge_cnt = {bit_cnt,1'b0};
    spi_fsm_ctrl FSM(
        .i_clk(i_clk),
        .i_rst_n(i_rst_n),
        .i_tx_empty(i_tx_empty),
        .i_rx_full(i_rx_full),
        .i_cdte(i_cdte),
        .i_frame_done(w_frame_done),
        .o_tx_load(w_tx_load),
        .o_tx_rd(o_tx_rd),
        .o_frame_init(w_frame_init),
        .o_in_transfer(w_in_transfer),
        .o_shift_en(w_shift_en),
        .o_sample_en(w_sample_en),
        .o_state(w_state),
        .o_busy(o_busy)
    );
    spi_sclk_gen SCLK_GEN(
        .i_clk(i_clk),
        .i_rst_n(i_rst_n),
        .i_cpol(i_cpol),
        .i_div_val(i_div_val),
        .i_edge_total(edge_cnt),
        .i_frame_init(w_frame_init),
        .i_in_transfer(w_in_transfer),
        .o_sclk(o_SCLK),
        .o_frame_done(w_frame_done),
        .o_frame_active(w_frame_active),
        .o_leading_edge(w_leading_edge),
        .o_trailing_edge(w_trailing_edge)
    );
    spi_shift_datapath SHIFT(
        .i_clk(i_clk),
        .i_rst_n(i_rst_n),
        .i_cpha(i_cpha),
        .i_wls(i_wls),
        .i_tx_data(i_tx_data),
        .i_bit_cnt(bit_cnt),
        .i_tx_load(w_tx_load),
        .i_shift_en(w_shift_en),
        .i_sample_en(w_sample_en),
        .i_frame_done(w_frame_done),
        .i_frame_active(w_frame_active),
        .i_leading_edge(w_leading_edge),
        .i_trailing_edge(w_trailing_edge),
        .i_MISO(i_MISO),
        .o_MOSI(o_MOSI),
        .o_rx_wr(o_rx_wr),
        .o_rx_data(o_rx_data)
    );
    spi_cs_gen CS(
        .i_ss(i_ss),
        .i_state(w_state),
        .o_SS(o_SS)
    );
endmodule
`timescale 1ns / 1ps
module spi_sclk_gen(
    input  wire       i_clk,
    input  wire       i_rst_n,
    input  wire       i_cpol,
    input  wire [7:0] i_div_val,
    input  wire [5:0] i_edge_total,
    input  wire       i_frame_init,
    input  wire       i_in_transfer,
    output reg        o_sclk,
    output reg        o_frame_done,
    output reg        o_frame_active,
    output wire       o_leading_edge,
    output wire       o_trailing_edge
);
    reg [8:0] div_cnt;
    reg [5:0] edge_rem;
    wire toggle = o_frame_active && (div_cnt == i_div_val);
    assign o_leading_edge  = toggle && (o_sclk == i_cpol);
    assign o_trailing_edge = toggle && (o_sclk != i_cpol);
    always @(posedge i_clk or negedge i_rst_n) begin
        if (!i_rst_n) begin
            o_sclk       <= 1'b0;
            div_cnt      <= 9'd0;
            edge_rem     <= 6'd0;
            o_frame_active <= 1'b0;
            o_frame_done <= 1'b0;
        end else begin
            o_frame_done <= 1'b0;
            if (i_frame_init) begin
                o_sclk       <= i_cpol;
                div_cnt      <= 9'd0;
                edge_rem     <= i_edge_total;
                o_frame_active <= 1'b1;
            end
            else if (!i_in_transfer) begin
                o_sclk       = i_cpol;
                div_cnt      = 9'd0;
                edge_rem     = 6'd0;
                o_frame_active = 1'b0;
            end
            else if (o_frame_active) begin
                if (toggle) begin
                    div_cnt <= 0;
                    o_sclk  <= ~o_sclk;
                    if (edge_rem != 0) begin
                        edge_rem <= edge_rem - 1'b1;
                        if (edge_rem == 6'd1) begin
                            o_frame_active <= 1'b0;
                            o_frame_done <= 1'b1;
                            o_sclk       <= i_cpol;
                        end
                    end
                end
                else begin
                    div_cnt <= div_cnt + 1'b1;
                end
            end
        end
    end
endmodule
`timescale 1ns / 1ps
module spi_shift_datapath(
    input  wire        i_clk,
    input  wire        i_rst_n,
    input  wire        i_cpha,
    input  wire        i_wls,
    input  wire [15:0] i_tx_data,
    input  wire [4:0]  i_bit_cnt,
    input  wire        i_tx_load,
    input  wire        i_shift_en,
    input  wire        i_sample_en,
    input  wire        i_frame_done,
    input  wire        i_frame_active,
    input  wire        i_leading_edge,
    input  wire        i_trailing_edge,
    input  wire        i_MISO,
    output reg         o_MOSI,
    output reg         o_rx_wr,
    output reg [15:0]  o_rx_data
);
    reg [15:0] tx_shift;
    reg [15:0] rx_shift;
    reg [4:0]  tx_idx;
    reg [3:0]  rx_idx;
    wire w_shift_edge  = i_cpha ? i_leading_edge  : i_trailing_edge;
    wire w_sample_edge = i_cpha ? i_trailing_edge : i_leading_edge;
    always @(posedge i_clk or negedge i_rst_n) begin
        if (!i_rst_n) begin
            tx_shift <= 16'h0000;
            rx_shift <= 16'h0000;
            tx_idx   <= 0;
            rx_idx   <= 0;
            o_MOSI   <= 1'b0;
            o_rx_wr  <= 1'b0;
            o_rx_data<= 16'h0000;
        end else begin
            o_rx_wr <= 1'b0;
            if (i_tx_load) begin
                tx_shift <= i_wls ? i_tx_data
                                  : {8'h00, i_tx_data[7:0]};
                rx_shift <= 16'h0000;
                rx_idx   <= 0;
                if (!i_cpha) begin
                    tx_idx  <= i_bit_cnt - 1;
                    o_MOSI  <= i_tx_data[i_bit_cnt-1];
                end
                else begin
                    tx_idx <= i_bit_cnt;
                end
            end
            if (i_shift_en && w_shift_edge && i_frame_active) begin
                if (tx_idx != 0) begin
                    tx_idx <= tx_idx - 1;
                    o_MOSI <= tx_shift[tx_idx-1];
                end
            end
            if (i_sample_en && w_sample_edge && i_frame_active) begin
                rx_shift <= {rx_shift[14:0], i_MISO};
                if (rx_idx != (i_bit_cnt - 1))
                    rx_idx <= rx_idx + 1'b1;
            end
            if (i_frame_done) begin
                o_rx_data <= i_wls ? rx_shift
                                   : {8'h00, rx_shift[7:0]};
                o_rx_wr   <= 1'b1;
            end
        end
    end
endmodule
</file>
<file path="flow/run.sh">
#!/bin/bash
# OpenROAD 26Q1-2900-gdf79404cd8, Yosys 0.63+post, stock flow scripts
make -C /OpenROAD-flow-scripts/flow DESIGN_CONFIG=/design/flow/config.mk WORK_HOME=/design/flow/orfs finish
</file>
<file path="flow/config.mk">
export PLATFORM = sky130hd
export DESIGN_NAME = spi_master
export DESIGN_NICKNAME = spi_master
export VERILOG_FILES = /design/flow/design.v
export SDC_FILE = /design/flow/constraint.sdc
export NUM_CORES = 4
export LEC_CHECK = 1
export CORE_UTILIZATION = 30
</file>
<file path="flow/constraint.sdc">
current_design spi_master

set clk_period 3.4
set clk_io_pct 0.2

create_clock -name clk0 -period $clk_period [get_ports {i_clk}]

set non_clock_inputs [all_inputs -no_clocks]
set_input_delay [expr $clk_period * $clk_io_pct] -clock clk0 $non_clock_inputs
set_output_delay [expr $clk_period * $clk_io_pct] -clock clk0 [all_outputs]
</file>
==> flow_summary.toml <==
# generated from flow reports
[outcome]
outcome = "finished, final reports clean"

[power]
total_power_w = 0.00320
power.density_cell_area_mw_per_mm2 = 648
power.static_leakage_nw = 2.06
irDropWorstVdd_uv = 331

[final_layout]
n_fill_cell = 1198
area.growth.synth_to_final_pct = 27.9
post-route-util = 0.393
layout-drive-gt1-share = 0.123

[critical_path]
crit_path_cell_trace = "clkdlybuf4s50_1 -> or3b_2 -> clkdlybuf4s50_1"
end_kind = "output pin"
rr_startpoint = "SCLK_GEN.o_frame_active$_DFF_PN0_"
worst-endpoint-required_ps = 2720
timing.critical_path.slowest_cell_delay_ps = 470
critPathBufInv = 2
worst_ep_arrival_time_ps = 2010
worst-setup-path-type = "in -> out"
setup_slack_of_the_worst_register_to_register_path_ps = 1020
worstRegToRegCells = 5
timing.rr.end = "SCLK_GEN.edge_rem[3]$_DFFE_PN0P_"
timing.critical_path.slowest_stage_cell = "or3b_2"
critical_path_peak_fanout = 4
critical_path.most_common_cell = "clkdlybuf4s50_1"
critPathTopFamily = "buffers and inverters"
startpoint_type = "primary input"

[clock_network]
hold_buffers = 0
clkSlewWorstSetupHoldPaths_ps = 60
max-clock-path-buffers = 2
h-tree-depth = 3
tritoncts = "done"
numClockSinks = 78
cts_setup_buffers = 0
numCtsBuffers = 9
clockRootBuffer = "clkbuf_16"
clk_latency_late_pin_ps = 330
postCtsResizedCells = 0

[hold_path]
worst_hold_path_type = "in -> async"

[sta]
whs_ps = 383
timing.final.crit_period_ps = 2690
max_freq_mhz = 371
worst-slew-pin-transition_ps = 662
rsz_0062_raised_after_global_routing = "no"
setup_tns_ps = 0
maxSlewHeadroom = 0.559
final.period_utilization = 0.792
maxSlewViolCount = 0
fin_skew_ps = 6.84
setup_violations = 0
finalHoldViolCount = 0

[flow_run]
timing.max_cap.violations = 0
tool_warnings = 32

[floorplanning]
std_cell_rows = 41
fp.dieArea_sq_mm = 0.0133
placeable_area_sq_mm = 0.0126
floorplan.initialDensity = 0.307
die_height_microns = 115
ioPinCount = 62
die-width_microns = 115

[placed_design]
dp.final_hpwl_microns = 5330
place_congestion = 0.865
portBuffers = 59

[routing]
remaining_drc_errors = 0
route.antenna.diode_count = 0
first_iter_violations = 202
drt_pass1_iterations = 4
routed_wl_per_cell_microns = 12.9
count_of_nets_left_with_antenna_violations_after_detail_routing = 0
detail_route.vias_per_cell = 4.74
routed_wl_microns = 7760
via_count = 2857

[synthesis]
dominant_cell_area_share = 0.506
synth.yosys.chip_area_sq_mm = 0.00386
synth.distinct_cells = 49
top_cells_by_area = "dfrtp_1 51%, mux2_2 5.0%, o21ai_0 4.9%, nand2_1 4.2%, ha_1 3.9%"
ys_seq_share = 0.506
count_of_library_flops_with_an_enable_pin = 0
synthArstFlopShare = 1.00
dominant_cell_by_count_in_the_synthesized_netlist = "dfrtp_1"
yosys_warnings = 3
postSynth.topFlopCell = "dfrtp_1"
syn-cell-area_sq_mm = 0.00386
synth_top_cell_by_area = "dfrtp_1"
synth_cells = 368
synth.avg_cell_area_sq_um = 10.5
yosys_cells = 368
ys_ff = 78
ys_top_cells_by_count = "78 x dfrtp_1, 43 x nand2_1, 38 x o21ai_0"

[grt]
grt_antenna_before_repair = 0
largest_net_degree_at_the_start_of_global_routing = 55
track_usage = 0.127
grt_pass1_vias = 2748
grt_pass1_wl_microns = 13200
globalRouteOverflowTotal = 0
per-layer routing:
metal | track usage | routed length [microns] | up-vias
li1 | - | - | 1413
met5 | 0 | 0 | -
met4 | 0.0225 | 138 | 0
met2 | 0.194 | 3450 | 66
met3 | 0.0272 | 428 | 14
met1 | 0.195 | 3750 | 1364
state kept, by name (all words and copies together), names as in the netlist:
register	cells
SHIFT.tx_shift	16
FSM.o_state	2
SCLK_GEN.div_cnt	9
SHIFT.rx_shift	16
SHIFT.o_MOSI	1
SHIFT.o_rx_data	16
FSM.gap_cnt	3
SCLK_GEN.o_frame_done	1
SHIFT.o_rx_wr	1
SHIFT.tx_idx	5
SCLK_GEN.edge_rem	6
SCLK_GEN.o_frame_active	1
SCLK_GEN.o_sclk	1
kinds of logic after synthesis:
kind of cell / after synthesis / synth area share
buf+inv: 41 / 0.0412
compound gates: 70 / 0.109
flops: 78 / 0.506
simple gates: 118 / 0.156
fa+ha+maj: 12 / 0.0389
mux: 28 / 0.0943
xor+xnor: 21 / 0.0554
cells in the final DEF, fill, tap and decap left out, types with 3 or more instances in the layout:
cell type | Yosys | final
clkbuf_16 | 0 | 9
nand3b_1 | 3 | 3
nor4_1 | 4 | 4
o2111ai_1 | 3 | 3
buf_4 | 0 | 6
xor2_1 | 4 | 4
nor2_1 | 20 | 20
mux2i_1 | 6 | 6
or3_1 | 5 | 5
xnor2_2 | 4 | 4
nand2b_1 | 4 | 4
mux4_2 | 5 | 5
nor3_1 | 4 | 4
dfrtp_1 | 78 | 78
nand3_1 | 21 | 21
ha_1 | 12 | 12
a21oi_1 | 10 | 10
clkdlybuf4s50_1 | 0 | 58
mux2_2 | 17 | 17
a22o_1 | 5 | 5
nand2_1 | 43 | 43
inv_1 | 26 | 26
xnor2_1 | 13 | 13
o21ai_0 | 38 | 38
or4_1 | 3 | 3
per-stage QoR:
stage | instances | setup slack (ps) | instance area, sq um
3_3_place_gp | 589 | 519 | 4640
3_5_place_dp | 589 | 497 | 4640
6_report | 603 | 707 | 4940
4_1_cts | 603 | 705 | 4940
5_1_grt | 603 | 618 | 4940
2_1_floorplan | 368 | 1270 | 3860
where the power goes:
part,switching (W),leakage [nW],internal (W)
Clock,0.000353,0.148,0.000601
Combinational,0.000474,0.916,0.000521
Sequential,0.000151,1.00,0.00110
Total,0.000978,2.06,0.00222
worst max path at each step:
stage         slack (ps)  endpoint  cells past startpoint                        from
CTS                  700   o_SS[0]                      4  FSM.o_state[1]$_DFFE_PN0P_
global route         620   o_SS[0]                      4  FSM.o_state[0]$_DFFE_PN0P_
finish               710   o_SS[0]                      3                     i_ss[0]
area by class of cell:
cell class	count	area (sq um)	share of cell area
clock inverters	3	43.8	0.00887
well taps	172	215	0.0436
repair buffers	64	626	0.127
clock buffers	11	253	0.0512
flip-flops and latches	78	1950	0.395
inverters	26	97.6	0.0198
multi-input cells	249	1750	0.355
Power and IR drop assume default switching activity.
