$ cat flow/config.mk
export PLATFORM = sky130hd
export DESIGN_NAME = register
export DESIGN_NICKNAME = register
export VERILOG_FILES = /design/flow/design.v
export SDC_FILE = /design/flow/constraint.sdc
export NUM_CORES = 4
export LEC_CHECK = 1
export CORE_UTILIZATION = 40
$ cat flow/constraint.sdc
current_design register

set clk_period 5.2
set clk_io_pct 0.2

create_clock -name clk0 -period $clk_period [get_ports {i_clk}]

set non_clock_inputs [all_inputs -no_clocks]
set_input_delay [expr $clk_period * $clk_io_pct] -clock clk0 $non_clock_inputs
set_output_delay [expr $clk_period * $clk_io_pct] -clock clk0 [all_outputs]
$ cat flow/design.v
interface spi_if();
   logic       SCLK;
   logic       MOSI;
   logic       MISO;
   logic [3:0] SS;
endinterface
`timescale 1ns / 1ps
module register(
    input i_clk,
    input i_rst_n,
    input i_rd_en,
    input i_wr_en,
    input [11:0] i_addr,
    input [31:0] i_wdata,
    output o_error,
    output reg [31:0] o_rdata,
    input i_busy,
    output [7:0] o_div_val,
    output o_cpol,
    output o_cpha,
    output o_wls,
    output o_cdte,
    output [1:0] o_ss,
    input i_tx_empty,
    input i_tx_full,
    output reg o_tx_wr_en,
    output [15:0] o_tx_data,
    input i_rx_empty,
    input i_rx_full,
    input [15:0] i_rx_data,
    output reg o_rx_rd_en,
    output o_en_tx_empty,
    output o_en_tx_full,
    output o_en_rx_empty,
    output o_en_rx_full
    );
    parameter DEFAULT_LCR   = 32'h0000_0000;
    parameter DEFAULT_DLR   = 32'h0000_0000;
    parameter DEFAULT_IER   = 32'h0000_0000;
    parameter DEFAULT_FSR   = 32'h0000_000A;
    parameter DEFAULT_TBR   = 32'h0000_0000;
    parameter DEFAULT_RBR   = 32'hxxxx_xxxx;
    reg [31:0] r_LCR;
    reg [31:0] r_DLR;
    reg [31:0] r_IER;
    reg [31:0] r_FSR;
    reg [31:0] r_TBR;
    reg [31:0] r_RBR;
    reg [6:0] r_sel;
    reg r_LCR_change, r_div_val_change, r_div_val_limit;
    always@(i_addr) begin
        case(i_addr)
            12'h000: r_sel = 6'b00_0001;      
            12'h004: r_sel = 6'b00_0010;      
            12'h008: r_sel = 6'b00_0100;      
            12'h00C: r_sel = 6'b00_1000;      
            12'h010: r_sel = 6'b01_0000;      
            12'h014: r_sel = 6'b10_0000;      
            default: r_sel = 6'b00_0000;
        endcase
     end
     always@(*) begin
        if(!i_rst_n) begin
            r_LCR_change = 0;
            r_div_val_change = 0;
            r_div_val_limit = 0;
        end
        else if (i_wr_en) begin
            r_div_val_change = r_sel[1] && i_busy && i_wdata[7:0]!=r_DLR[7:0];
            r_LCR_change = r_sel[0] && i_busy && i_wdata[5:0]!=r_LCR[5:0];
            r_div_val_limit = r_sel[1] && (i_wdata[7:0] == 8'd0);
        end
        else begin
            r_LCR_change = 0;
            r_div_val_change = 0;
            r_div_val_limit = 0;
        end 
     end 
     assign o_error = r_LCR_change | r_div_val_change;
     always@(posedge i_clk, negedge i_rst_n) begin
        if (!i_rst_n)
            r_LCR <= DEFAULT_LCR;
        else if(i_wr_en && r_sel[0] && !i_rd_en && ~o_error)
            r_LCR[5:0] <= i_wdata[5:0];
        else
            r_LCR <= r_LCR;
     end
     assign o_wls    	= r_LCR[0];
     assign o_cpol    	= r_LCR[1];
     assign o_cpha    	= r_LCR[2];
     assign o_cdte    	= r_LCR[3];
     assign o_ss      	= r_LCR[5:4];
     always@(posedge i_clk, negedge i_rst_n) begin
        if (!i_rst_n)
            r_DLR <= DEFAULT_DLR;
        else if (i_wr_en && r_sel[1] && !i_rd_en && ~o_error)
            r_DLR <= i_wdata[7:0];
        else
            r_DLR <= r_DLR;
     end
     assign o_div_val = r_DLR[7:0];
     always@(posedge i_clk, negedge i_rst_n) begin
        if (!i_rst_n)  
            r_IER <= DEFAULT_IER;
        else if (i_wr_en && r_sel[2] && !i_rd_en && ~o_error)
            r_IER <= i_wdata[3:0];
        else
            r_IER <= r_IER;
     end
     assign o_en_tx_empty = r_IER[0];
     assign o_en_tx_full = r_IER[1]; 
     assign o_en_rx_empty = r_IER[2];
     assign o_en_rx_full = r_IER[3];
     always@(posedge i_clk, negedge i_rst_n) begin
     	if (!i_rst_n)
     		r_FSR <= DEFAULT_FSR;
     	else
     		r_FSR <= r_FSR;
     end
     always@(posedge i_clk, negedge i_rst_n) begin
     	if (!i_rst_n)
     		r_TBR <= DEFAULT_TBR;
     	else if (i_wr_en && r_sel[4] && !i_rd_en && ~o_error)
     		r_TBR <= i_wdata[15:0];
     	else
     		r_TBR <= r_TBR;
     end
     assign o_tx_data = r_TBR;
     always@(posedge i_clk, negedge i_rst_n) begin
     	if(!i_rst_n)
     		r_RBR <= DEFAULT_RBR;
     	else
     		r_RBR <= r_RBR;
     end
     always@(*) begin
     	if (i_rd_en)
     		case(r_sel) 
     			6'b00_0001: o_rdata = r_LCR;												 
     			6'b00_0010: o_rdata = r_DLR;												 
     			6'b00_0100: o_rdata = r_IER;												 
     			6'b00_1000: o_rdata = {28'h0, i_rx_full, i_rx_empty, i_tx_full, i_tx_empty}; 
     			6'b01_0000: o_rdata = 32'h0000_0000;										 
     			6'b10_0000: o_rdata = {16'h0000, i_rx_data};											 
     			default:	o_rdata = 32'hFFFF_FFFF;										 
     		endcase
     	else
     		o_rdata = 0;
     end
     always@(posedge i_clk or negedge i_rst_n) begin
     	if(!i_rst_n) 
     		o_tx_wr_en <= 1'b0;
     	else if (~i_tx_full & i_wr_en & r_sel[4])
     		o_tx_wr_en <= 1'b1;
     	else
     		o_tx_wr_en <= 1'b0;
     end
     always@(posedge i_clk or negedge i_rst_n) begin
     	if (!i_rst_n)
     		o_rx_rd_en <= 1'b0;
     	else if (~i_rx_empty & i_rd_en & r_sel[5])
     		o_rx_rd_en <= 1'b1;
     	else 
     		o_rx_rd_en <= 1'b0;
     end     
endmodule
$ cat flow/run.sh
#!/bin/bash
# OpenROAD 26Q1-2900-gdf79404cd8, Yosys 0.63+post, stock flow scripts
make -C /OpenROAD-flow-scripts/flow DESIGN_CONFIG=/design/flow/config.mk WORK_HOME=/design/flow/orfs finish
==> results.tsv <==
metric	value	unit
largest net degree at the start of global routing	38	
die y size	76.6	um
fraction of layout cells with a size suffix above 1	0.190	
Routed Antenna Nets	0	
Final Util	0.671	
Starting DRT DRC Count	32	
initial antenna violation count	0	
CP cell instances	clkdlybuf4s50_1, a21oi_1, nor2b_1, clkdlybuf4s50_1	
vias in the first global route	1885	
WP data arrival	3.38	ns
clk sink count	36	
Fin Hold WS	0.487	ns
# setup viols final	0	
core area	5240	sq um
RR Endpoint	r_DLR[7]	
Final Skew	0.00483	ns
first-pass GRT wire length	9450	um
Inserted Clock Buffers	5	
Worst setup EP type	output port	
Layout area overhead	57.9	%
clk latency of the worst-skew pair	0.29	ns
dpl hpwl	4210	um
Congestion Overflow GR	0	
Post-Place Setup Slack	0.727	ns
worst slew pin tran	0.811	ns
DRC viols	0	
final wirelength	5710	um
ANT cells	0	
area share, top type	0.405	
ranking of synthesized cells by area	dfrtp_1 (40%), mux2_2 (16%), buf_4 (5.4%)	
WP depth	4	
Clock Path Buffers	2	
site row count	26	
cell family with most CP delay	buffers and inverters	
via count	1913	
R2R depth	5	
Sequential Area	901	sq um
final-report max-slew violation count	0	
# IOs	138	
wire per inst	15.0	um
WP data required	4.16	ns
Buf+Inv Stages, Crit Path	2	
cts hold-fix bufs	0	
ys cells	201	
Vias/cell	5.03	
CP Launch Point	i_addr[4]	
GR Util All Layers	0.209	
Mapped Area	2220	sq um
Max Cap Viol	0	
Total Power	0.639	mW
CP max stage delay	0.86	ns
number of enable flip-flop cells	0	
final hold viol count	0	
average cell area after synthesis	11.1	sq um
die area	5860	sq um
CP dominant cell by count	clkdlybuf4s50_1	
#FFs+latches synth	36	
Tool Warnings	42	
Post-CTS Resized	0	
CTS tree	done	
status	finished, final reports clean	
Post-synth top cells	dfrtp_1 (36), mux2_2 (31), buf_4 (16)	
Synth cell types	34	
reg2reg start	r_DLR[2]	
Post-CTS Setup Inserts	0	
Leakage	1.56	nW
RD Place Congestion	0.816	
TritonRoute pass-1 iters	4	
fill count	436	
most common cell in the netlist	dfrtp_1	
Critical Path Source Type	input port	
Async SR Flop Fraction	1.00	
Final Cycle Share	0.851	
crit path max fanout	16	
cell count after synthesis	201	
Worst R2R Setup Slack	3.00	ns
relative slew slack	0.458	
Setup TNS	0	ns
fmax	226	MHz
comb. cell area	1170	sq um
Port Buffers	121	
clk slew on worst S/H paths	0.07	ns
# H-tree levels	2	
root buffer cell	clkbuf_8	
Cell Pwr Density	182	nW/um^2
Ys Warns	1	
area reported by Yosys stat	2220	sq um
FP Core Util	0.425	
Hold Path Class	reg2reg	
Max stage delay cell, worst path	clkdlybuf4s50_1	
RSZ-0062 raised after global routing	no	
Die Wd	76.6	um
critical path class	in2out	
register share after synthesis	0.405	
peak supply drop	0.171	mV
CP Capture Point	o_rdata[31]	
Dominant flop cell	dfrtp_1	
min cycle time layout	4.42	ns
Yosys top cell by area	dfrtp_1	
Final WS setup	0.777	ns
-- worst min-delay path by stage --
stage      endpoint  depth (start not counted)      start
4_1_cts   r_TBR[13]                          1  r_TBR[13]
5_1_grt   r_TBR[13]                          1  r_TBR[13]
6_report  r_TBR[13]                          1  r_TBR[13]
-- cell families after synthesis --
family	synth area share
buffers and inverters	0.0709
XOR/XNOR	0.0551
flip-flops	0.405
AND-OR/OR-AND	0.131
AND/OR/NAND/NOR	0.109
multiplexers	0.229
-- metrics by stage --
stage | instances | cell area [sq um]
finish | 380 | 3510
CTS | 380 | 3510
global placement | 372 | 3400
detailed placement | 372 | 3400
floorplan | 201 | 2220
global route | 380 | 3510
-- registers in the layout, summed over array words and instances, names as in the netlist --
register,flops
r_DLR,8
r_LCR,6
o_rx_rd_en,1
o_tx_wr_en,1
r_IER,4
r_TBR,16
-- layout by cell type (no fill, tap or decap), types with 2 or more instances in the layout --
master	n
clkbuf_8	5
dfrtp_1	36
nand2_1	6
o21a_1	14
xor2_1	12
a221oi_1	4
a22o_1	2
mux2_2	31
nor4_1	6
nor2b_1	2
mux2_4	6
xnor2_1	2
nand3_1	3
mux2i_1	6
buf_4	5
nand2b_1	2
a21oi_1	15
clkdlybuf4s50_1	120
nor2_1	10
o22ai_1	2
a21boi_0	2
and3_1	2
nor3_1	2
-- per-layer routing --
metal	up-vias	wire length (um)	GRT usage
met5	-	0	0
met4	0	34	0.0173
met3	4	530	0.0608
met2	92	2590	0.328
met1	891	2560	0.311
li1	926	-	-
-- power by group --
part           internal, mW  total (mW)  switching [mW]
Combinational        0.0745       0.118          0.0431
Clock                 0.142       0.241          0.0991
Sequential            0.280       0.281        0.000443
Total                 0.497       0.639           0.143
-- final cells by class --
class / count / area share
Tap cell: 70 / 0.0249
Clock inverter: 3 / 0.0121
Timing Repair Buffer: 126 / 0.354
Inverter: 1 / 0.00107
Multi-Input combinational cell: 139 / 0.332
Clock buffer: 5 / 0.0196
Sequential cell: 36 / 0.256
No activity file was given, so power comes from the tool's default toggle rates.
